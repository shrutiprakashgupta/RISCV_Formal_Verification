`run.sh`:
```
#!/bin/bash
# OpenROAD 26Q1-2900-gdf79404cd8, Yosys 0.63+post, stock flow scripts
make -C /OpenROAD-flow-scripts/flow DESIGN_CONFIG=/design/flow/config.mk WORK_HOME=/design/flow/orfs finish
```
`config.mk`:
```
export PLATFORM = sky130hd
export DESIGN_NAME = hazard_detection
export DESIGN_NICKNAME = hazard_detection
export VERILOG_FILES = /design/flow/design.v
export SDC_FILE = /design/flow/constraint.sdc
export NUM_CORES = 4
export LEC_CHECK = 1
export CORE_AREA = 10 10 137 137
export DIE_AREA = 0 0 147 147
```
`constraint.sdc`:
```
current_design hazard_detection

set clk_period 10.2
set clk_io_pct 0.2

create_clock -name clk0 -period $clk_period

set non_clock_inputs [all_inputs -no_clocks]
set_input_delay [expr $clk_period * $clk_io_pct] -clock clk0 $non_clock_inputs
set_output_delay [expr $clk_period * $clk_io_pct] -clock clk0 [all_outputs]
```
`design.v`:
```
`timescale 1ns / 1ps
`timescale 1ns / 1ps
`timescale 1ns / 1ps
module hazard_detection (
   input         reset_i,
   input   [4:0] id_ra_index_w,
   input   [4:0] id_rb_index_w,
   input   [4:0] id_rd_index_r,
   input   [4:0] ex_rd_index_r,
   input   [4:0] mem_rd_index_w,
   input  [31:0] id_ra_value_r,
   input  [31:0] id_rb_value_r,
   input  [31:0] ex_alu_res_r,
   input  [31:0] mem_wb_alu_result_r,
   input  [31:0] mem_rdata_w,
   input         mem_access_w,
   output [31:0] exe_ra_r,
   output [31:0] exe_rb_r
);
    wire ex_hazard_w_a;
    wire ex_hazard_w_b;
    wire mem_hazard_w_a;
    wire mem_hazard_w_b;
    wire [31:0] rd_value_w;
    assign ex_hazard_w_a  = reset_i      ? 0 : (ex_rd_index_r != 5'd0) && (id_ra_index_w == ex_rd_index_r );
    assign ex_hazard_w_b  = reset_i      ? 0 : (ex_rd_index_r != 5'd0) && (id_rb_index_w == ex_rd_index_r) ;
    assign rd_value_w     = mem_access_w ? mem_rdata_w : mem_wb_alu_result_r;
    assign mem_hazard_w_a = reset_i      ? 0 : (mem_rd_index_w != 5'd0) && (id_ra_index_w == mem_rd_index_w );
    assign mem_hazard_w_b = reset_i      ? 0 : (mem_rd_index_w != 5'd0) && (id_rb_index_w == mem_rd_index_w );
    assign exe_ra_r = reset_i  ? 32'b0 : ex_hazard_w_a ? ex_alu_res_r : ( mem_hazard_w_a ? rd_value_w : id_ra_value_r);
    assign exe_rb_r = reset_i  ? 32'b0 : ex_hazard_w_b ? ex_alu_res_r : ( mem_hazard_w_b ? rd_value_w : id_rb_value_r);
endmodule
```
==> impl_metrics.toml <==
# implementation run metrics
[drt]
drtIter0Drc = 146
wl_um = 16430
drc = 0
vias = 3934
drtAntennaViolNets = 0
num_antenna_cells = 0
detail_route.wl_per_cell_um = 21.28
via_per_inst = 5.096
first_pass_iters = 5

[critical_path]
slowest_stage = "nor2_4"
worstPathRequired_ps = 8160
path_class = "input pin to output pin"
worst_ep_arrival_time_ps = 4850
cp_common_cell = "clkdlybuf4s50_1"
critPathMaxStageDelay_ps = 620
path_cells = "clkdlybuf4s50_1, xor2_1, nor2_4, buf_4, a31oi_1, o32ai_2, clkdlybuf4s50_1"
crit_path_start_kind = "input pin"
cp-end-kind = "output pin"
path_max_fanout = 34

[floorplanning]
std_cell_rows = 46
die_h_um = 147
num_io_pins = 251
die-width_um = 147
coreArea_sq_um = 15830
fp_util = 0.1767
dieArea_sq_um = 21610

[timing]
report.final.slew_viol_count = 0
max_slew_margin = 0.4927
worst_slew_pin_slew_ps = 759.1
setup-tns-final_ps = 0
rsz0062_at_grt = "false"
period_used_share = 0.6757
max_freq_ghz = 0.1451
period_needed_ps = 6892
setup_violations = 0
final_hold_viol_count = 0
worst_hold_slack_ps = 5037

[logic_synthesis]
yosys.area_share.simple = 0.2376
ys_sh_xor = 0.06264
ys_seq_share = 0
synth.distinct_cells = 27
syn_inst = 350
most_common_cell = "a31oi_1"
yosysWarnings = 0
synth.avg_cell_area_sq_um = 7.990
synth_stat.cells = 350
logic_family = "AND-OR/OR-AND gates"
synthAoiAreaFrac = 0.4268
synth_area_leader_cell = "and4_1"
area_leaders = "and4_1 (18%), o32ai_2 (14%), a31oi_1 (13%), mux2i_1 (11%), o32ai_1 (11%)"
common_cells = "a31oi_1 (60), and4_1 (58), o32ai_1 (35), mux2i_1 (32), inv_1 (30)"
synthesis.area_sq_um = 2796
ys_sh_adder = 0
top_cell_area_share = 0.1817
ys_chip_area_sq_um = 2796
mux_share = 0.1145

[placed_design]
place_inst = 772
port-buffer-count = 246
gp_congestion = 0.7831
hpwl_um = 12970

[power]
combPwrFrac = 1.000
p_leak_nw = 1.935
p_seq_frac = 0
switching_share = 0.4260
p_clk_frac = 0
vdd.ir_drop.worst_v = 0.00003631
intPower_w = 0.0001273
p_switching_w = 0.00009446
p_per_area_nw_per_um2 = 41.68

[global_route]
grt_pass1_wl_um = 25080
grt-ovfl-total = 0
antenna_found_initial = 0
grt_usage = 0.1423
grt_pass1_vias = 4173
grt_max_degree = 65

[clocking]
cts_setup_buffers = 0
cts_resized = 0
cts_hold_buffers = 0

[cells_and_area]
syn2layout_area_growth_pct = 90.25
final_cells = 772
fin_util = 0.3361
area.sequential_sq_um = 0
layout-drive-gt1-share = 0.09712
ff_count = 0
clkbuf_count = 0
fill_cells = 1610

[outcome]
status = "completed"

[flow_run]
warnings = 37
cap_viol_max_count = 0

[worst_hold_path]
hp-class = "input pin to output pin"
placed cells by master, fill, tap and decap left out, types with 4 or more instances in the layout:
cell type,instances
a31o_2,7
a31oi_1,60
a32o_1,5
and4_1,58
buf_4,13
clkdlybuf4s50_1,245
inv_1,30
mux2i_1,32
nand4_1,5
nor2_1,4
o32ai_1,35
o32ai_2,24
xor2_1,20
power groups by stage:
stage / clock [W] / combinational, W / sequential, W
4_1_cts: 0 / 0.000223 / 0
5_1_grt: 0 / 0.000239 / 0
6_report: 0 / 0.000222 / 0
final timing paths:
| path | to | slack (ps) | start | cells after the start |
|---|---|---|---|---|
| worst min-delay path | exe_ra_r[28] | 5040 | ex_alu_res_r[28] | 4 |
| worst max-delay path | exe_rb_r[14] | 3310 | mem_rd_index_w[0] | 7 |
cells by family after synthesis:
family	count (synthesis)
mux	32
buf+inv	83
simple gates	82
compound gates	133
xor+xnor	20
critical path, delay by kind of cell:
family	cells	cell delay [ps]
buffers and inverters	3	1470
and+or+nand+nor	1	620
AOI/OAI and AO/OA	2	470
xor gates and xnor gates	1	220
per-layer routing:
layer / track usage / part of all wire / vias to the layer above / wire length, um
met5: 0 / 0 / - / 0
met4: 0.005946 / 0.0024 / 0 / 40
met3: 0.03182 / 0.069 / 2 / 1134
met2: 0.2518 / 0.50 / 177 / 8247
met1: 0.1812 / 0.43 / 1871 / 7010
li1: - / - / 1884 / -
metrics by stage:
stage	instance area [sq um]	worst slack (ps)	total power (W)
global route	5320	3151	0.0002387
detailed placement	5320	3302	0.0002223
finish	5320	3308	0.0002217
floorplan	2796	5078	0.00009323
CTS	5320	3294	0.0002235
global placement	5320	3330	0.0002215
final cells by class:
cell class	count	area, sq um	area share
inverter	30	112.6	0.02117
tap	216	270.3	0.05080
timing repair buffer	259	2555	0.4802
multi-input combinational	267	2382	0.4478
Power is estimated from default activity; no workload was simulated.
