### /design/flow/config.mk
export PLATFORM = sky130hd
export DESIGN_NAME = exe_stage
export DESIGN_NICKNAME = exe_stage
export VERILOG_FILES = /design/flow/design.v
export SDC_FILE = /design/flow/constraint.sdc
export NUM_CORES = 4
export LEC_CHECK = 1
export CORE_UTILIZATION = 40
### /design/flow/constraint.sdc
current_design exe_stage

set clk_period 17.8
set clk_io_pct 0.2

create_clock -name clk0 -period $clk_period [get_ports {clk_i}]

set non_clock_inputs [all_inputs -no_clocks]
set_input_delay [expr $clk_period * $clk_io_pct] -clock clk0 $non_clock_inputs
set_output_delay [expr $clk_period * $clk_io_pct] -clock clk0 [all_outputs]
### /design/flow/design.v
`timescale 1ns / 1ps
`timescale 1ns / 1ps
`timescale 1ns / 1ps
module adder(
input   [3:0] id_alu_op_r,
input  [31:0] id_ra_value_r,
input  [31:0] alu_opb_w,
output        adder_c_w,
output [31:0] adder_out_w,
output        adder_n_w,
output        adder_v_w,
output        adder_z_w
);
wire adder_sub_w = (4'd1 == id_alu_op_r || 4'd5 == id_alu_op_r || 4'd6 == id_alu_op_r);
wire [31:0] adder_opa_w = id_ra_value_r;
wire [31:0] adder_opb_w = adder_sub_w ? ~alu_opb_w : alu_opb_w;
wire        adder_cin_w = adder_sub_w ? 1'b1 : 1'b0;
assign adder_n_w = adder_out_w[31];
assign adder_v_w = (adder_opa_w[31] == adder_opb_w[31] && adder_out_w[31] != adder_opb_w[31]);
assign adder_z_w = (32'h0 == adder_out_w);
assign { adder_c_w, adder_out_w } = { 1'b0, adder_opa_w } + { 1'b0, adder_opb_w } + adder_cin_w;
endmodule
`timescale 1ns / 1ps
`timescale 1ns / 1ps
module divider(
input clk_i,
input reset_i,
input [3:0] id_alu_op_r,
input mul_div_negative_w,
input [31:0] mul_div_a_w,
input [31:0] mul_div_b_w,
output [31:0] div_quotient_w,
output [31:0] div_remainder_w,
output ex_stall_div_w
    );
    reg         div_busy_r;
    reg         div_ready_r;
    reg   [4:0] div_count_r;
    reg  [31:0] div_rem_r;
    reg  [31:0] div_quot_r;
    wire [32:0] div_sub_w = { 1'b0, div_rem_r[30:0], div_quot_r[31] } - { 1'b0, mul_div_b_w };
    wire div_request_w  = (4'd11 == id_alu_op_r || 4'd12 == id_alu_op_r);
    assign div_quotient_w  = mul_div_negative_w ? -div_quot_r : div_quot_r;
    assign div_remainder_w = mul_div_negative_w ? -div_rem_r : div_rem_r;
    always @(posedge clk_i) begin
      if (reset_i) begin
        div_busy_r  <= 1'b0;
        div_ready_r <= 1'b0;
        div_count_r <= 5'd0;
        div_quot_r  <= 32'h0;
        div_rem_r   <= 32'h0;
      end else begin
        if (div_busy_r) begin
          div_count_r <= div_count_r - 5'd1;
          div_quot_r  <= { div_quot_r[30:0], !div_sub_w[32] };
          if (div_sub_w[32])
            div_rem_r <= { div_rem_r[30:0], div_quot_r[31] };
          else
            div_rem_r <= div_sub_w[31:0];
          if (div_count_r == 5'd0) begin
            div_busy_r  <= 1'b0;
            div_ready_r <= 1'b1;
          end
        end else if (div_ready_r) begin
          div_ready_r <= 1'b0;
        end else if (div_request_w) begin
          div_count_r <= 5'd31;
          div_busy_r  <= 1'b1;
          div_quot_r  <= mul_div_a_w;
          div_rem_r   <= 32'h0;
        end
      end
    end
    assign ex_stall_div_w = div_request_w && !div_ready_r;
endmodule
`timescale 1ns / 1ps
`timescale 1ns / 1ps
module exe_stage(
input             clk_i,
input             reset_i,
input       [3:0] id_alu_op_r,
input      [31:0] id_ra_value_r,
input      [31:0] id_rb_value_r,
input             id_a_signed_r,
input             id_b_signed_r,
input       [4:0] id_rd_index_r,
input      [31:0] id_imm_r,
input             id_op_imm_r,
input      [31:0] id_pc_reg,
input      [31:0] id_next_pc_r,
input             id_reg_jump_r, 
input       [2:0] id_branch_r,
input             id_mem_rd_r,
input             id_mem_wr_r,
input       [1:0] id_mem_size_r,
input             id_mem_signed_r, 
output reg        branch_taken_w,
output reg [31:0] jump_addr_w,
output reg  [4:0] ex_rd_index_r,
output reg [31:0] ex_alu_res_r,
output reg [31:0] ex_mem_data_r,
output reg        ex_mem_rd_r,
output reg        ex_mem_wr_r,
output reg        ex_mem_signed_r,
output reg  [1:0] ex_mem_size_r,
output            ex_stall_w
);
reg [31:0] ex_alu_res_w_internal;
reg epoch;
reg b_w;
reg [31:0] jump_addr_r;
wire [31:0] alu_opb_w = id_op_imm_r ? id_imm_r : id_rb_value_r;
wire adder_c_w;
wire [31:0] adder_out_w;
wire adder_n_w;
wire adder_v_w;
wire adder_z_w;
wire [31:0] sh_left_w;
wire [31:0] sh_right_w;
wire mul_div_negative_w = (id_a_signed_r && id_ra_value_r[31]) ^ (id_b_signed_r && id_rb_value_r[31]);
wire [31:0] mul_div_a_w = (id_a_signed_r && id_ra_value_r[31]) ? -id_ra_value_r : id_ra_value_r;
wire [31:0] mul_div_b_w = (id_b_signed_r && id_rb_value_r[31]) ? -id_rb_value_r : id_rb_value_r;
wire [63:0] mul_res_w;
wire ex_stall_mul_w;
wire [31:0] div_quotient_w;
wire [31:0] div_remainder_w;
wire ex_stall_div_w;
wire exe_bubble_w = b_w && epoch;
assign ex_stall_w = ex_stall_div_w;
adder adder_from_alu(
    .id_alu_op_r(id_alu_op_r),
    .id_ra_value_r(id_ra_value_r),
    .alu_opb_w(alu_opb_w),
    .adder_c_w(adder_c_w),
    .adder_out_w(adder_out_w),
    .adder_n_w(adder_n_w),
    .adder_v_w(adder_v_w),
    .adder_z_w(adder_z_w)
);
shifter shifter_from_alu(
    .id_a_signed_r(id_a_signed_r),
    .id_ra_value_r(id_ra_value_r),
    .alu_opb_w(alu_opb_w[4:0]),
    .sh_left_w(sh_left_w),
    .sh_right_w(sh_right_w)
);
multiplier multiplier_from_alu(
    .id_ra_value_r(id_ra_value_r),
    .id_rb_value_r(id_rb_value_r),
    .id_a_signed_r(id_a_signed_r),
    .id_b_signed_r(id_b_signed_r),
    .mul_res_w(mul_res_w)
);
divider divider_from_alu(
    .clk_i(clk_i),
    .reset_i(reset_i || branch_taken_w),
    .id_alu_op_r(id_alu_op_r),
    .mul_div_negative_w(mul_div_negative_w),
    .mul_div_a_w(mul_div_a_w),
    .mul_div_b_w(mul_div_b_w),
    .div_quotient_w(div_quotient_w),
    .div_remainder_w(div_remainder_w),
    .ex_stall_div_w(ex_stall_div_w)
);
always @(*) begin
b_w = (3'd1 == id_branch_r) ? 1'b1 :
      (3'd2   == id_branch_r) ? adder_z_w :
      (3'd3   == id_branch_r) ? !adder_z_w :
      (3'd4   == id_branch_r) ? adder_n_w != adder_v_w :
      (3'd5   == id_branch_r) ? adder_n_w == adder_v_w :
      (3'd6  == id_branch_r) ? !adder_c_w :
      (3'd7  == id_branch_r) ? adder_c_w : 1'b0; 
jump_addr_r = (id_reg_jump_r ? id_ra_value_r : id_pc_reg) + id_imm_r;
case (id_alu_op_r)
    4'd0   : ex_alu_res_w_internal = adder_out_w;
    4'd1   : ex_alu_res_w_internal = adder_out_w;
    4'd2   : ex_alu_res_w_internal = id_ra_value_r & alu_opb_w;
    4'd3    : ex_alu_res_w_internal = id_ra_value_r | alu_opb_w;
    4'd4   : ex_alu_res_w_internal = id_ra_value_r ^ alu_opb_w;
    4'd5   : ex_alu_res_w_internal = (adder_n_w != adder_v_w) ? 32'h1 : 32'h0;
    4'd6  : ex_alu_res_w_internal = (adder_c_w == 1'b0) ? 32'h1 : 32'h0;
    4'd7   : ex_alu_res_w_internal = sh_left_w;
    4'd8   : ex_alu_res_w_internal = sh_right_w;
    4'd9  : ex_alu_res_w_internal = mul_res_w[31:0];
    4'd10  : ex_alu_res_w_internal = mul_res_w[63:32];
    4'd11   : ex_alu_res_w_internal = div_quotient_w;
    4'd12   : ex_alu_res_w_internal = div_remainder_w;
    4'd13   : ex_alu_res_w_internal = id_next_pc_r;
    4'd14 : ex_alu_res_w_internal = jump_addr_r;
    default   : ex_alu_res_w_internal = 32'h0;
endcase
end
always @(posedge clk_i or posedge reset_i) begin
   if(reset_i) begin
      epoch<=1;
   end else if(exe_bubble_w) begin
      epoch<=0;
   end else begin
      epoch<=1;
   end
end
always @(posedge clk_i or posedge reset_i) begin
       if (reset_i) begin
            ex_rd_index_r   <= 5'd2;  
            ex_alu_res_r    <= 32'h2000;
            ex_mem_data_r   <= 32'h0;
            ex_mem_rd_r     <= 1'b0;
            ex_mem_wr_r     <= 1'b0;
            ex_mem_signed_r <= 1'b0;
            ex_mem_size_r   <= 2'd0;
            branch_taken_w  <= 0;
            jump_addr_w     <= 0;
        end
        else if(~epoch) begin
            ex_rd_index_r   <= 5'd0;  
            ex_alu_res_r    <= 0;
            ex_mem_data_r   <= 32'h0;
            ex_mem_rd_r     <= 1'b0;
            ex_mem_wr_r     <= 1'b0;
            ex_mem_signed_r <= 1'b0;
            ex_mem_size_r   <= 2'd0;
            branch_taken_w  <= 0;
            jump_addr_w     <= 0;
            end
       else begin
            ex_rd_index_r   <= id_rd_index_r;
            ex_alu_res_r    <= ex_alu_res_w_internal;
            ex_mem_data_r   <= id_rb_value_r;
            ex_mem_rd_r     <= id_mem_rd_r;
            ex_mem_wr_r     <= id_mem_wr_r;
            ex_mem_signed_r <= id_mem_signed_r;
            ex_mem_size_r   <= id_mem_size_r;
            jump_addr_w     <= jump_addr_r;
            branch_taken_w  <= b_w;
        end
    end
endmodule
`timescale 1ns / 1ps
module multiplier(
input  [31:0] id_ra_value_r,
input  [31:0] id_rb_value_r,
input         id_a_signed_r,
input         id_b_signed_r,
output [63:0] mul_res_w
);
wire mul_div_negative_w = (id_a_signed_r && id_ra_value_r[31]) ^ (id_b_signed_r && id_rb_value_r[31]);
wire [31:0] mul_div_a_w = (id_a_signed_r && id_ra_value_r[31]) ? -id_ra_value_r : id_ra_value_r;
wire [31:0] mul_div_b_w = (id_b_signed_r && id_rb_value_r[31]) ? -id_rb_value_r : id_rb_value_r;
wire [63:0] mul_opa_a_w = { {32{id_a_signed_r & id_ra_value_r[31]}}, id_ra_value_r };
wire [63:0] mul_opa_b_w = { {32{id_b_signed_r & id_rb_value_r[31]}}, id_rb_value_r };
assign mul_res_w = mul_opa_a_w * mul_opa_b_w;
endmodule
`timescale 1ns / 1ps
module shifter(
input         id_a_signed_r,
input  [31:0] id_ra_value_r,
input   [4:0] alu_opb_w,
output [31:0] sh_left_w,
output [31:0] sh_right_w
);
wire sh_fill_w = id_a_signed_r && id_ra_value_r[31];
wire [31:0] sl_0_w = alu_opb_w[0] ? { id_ra_value_r[30:0], 1'b0 } : id_ra_value_r;
wire [31:0] sl_1_w = alu_opb_w[1] ? { sl_0_w[29:0],  2'b0 } : sl_0_w;
wire [31:0] sl_2_w = alu_opb_w[2] ? { sl_1_w[27:0],  4'b0 } : sl_1_w;
wire [31:0] sl_3_w = alu_opb_w[3] ? { sl_2_w[23:0],  8'b0 } : sl_2_w;
wire [31:0] sl_4_w = alu_opb_w[4] ? { sl_3_w[15:0], 16'b0 } : sl_3_w;
wire [31:0] sr_0_w = alu_opb_w[0] ? {  {1{sh_fill_w}}, id_ra_value_r[31:1] } : id_ra_value_r;
wire [31:0] sr_1_w = alu_opb_w[1] ? {  {2{sh_fill_w}}, sr_0_w[31:2] }  : sr_0_w;
wire [31:0] sr_2_w = alu_opb_w[2] ? {  {4{sh_fill_w}}, sr_1_w[31:4] }  : sr_1_w;
wire [31:0] sr_3_w = alu_opb_w[3] ? {  {8{sh_fill_w}}, sr_2_w[31:8] }  : sr_2_w;
wire [31:0] sr_4_w = alu_opb_w[4] ? { {16{sh_fill_w}}, sr_3_w[31:16] } : sr_3_w;
assign sh_left_w  = sl_4_w;
assign sh_right_w = sr_4_w;
endmodule
### /design/flow/run.sh
#!/bin/bash
# OpenROAD 26Q1-2900-gdf79404cd8, Yosys 0.63+post, stock flow scripts
make -C /OpenROAD-flow-scripts/flow DESIGN_CONFIG=/design/flow/config.mk WORK_HOME=/design/flow/orfs finish
==> results.cfg <==
; implementation run metrics
[clock_tree]
cts_setup_buffers = 0
clock.latency.late_pin_ps = 580
clock-sinks = 179
cts_buffers = 17
clk_pin_slew_ps = 100
htreeDepth = 4
clockBufferDepth = 2
clockRootBuffer = clkbuf_16
holdBufCountCts = 0
post_cts_resized = 0
tritoncts = built

[route]
routed_via_density = 5.648
drtIter0Drc = 3866
remaining_drc_errors = 0
first_pass_iters = 6
routedWlPerCell_um = 27.77
wl_um = 250400
ant_nets = 0
vias = 50916

[final_timing]
whs_ps = 490.3
tns_ps = 0
final-hold-violation-count = 0
rsz0062_at_grt = no
fmax_mhz = 76.91
timing.final.max_slew_violations = 0
worstMarginPinSlew_ps = 1178
relSlewSlack = 0.2063
setup_viol = 0
finalClockPeriodUsage = 0.7305
period_needed_ps = 13000
skew_ps = 27.32

[floorplanning]
die_h_um = 386.0
dieArea_um2 = 149000
fp_util = 0.4041
num_rows = 140
core_um2 = 145900
die_x_um = 386.0
boundaryPins = 291

[synth]
netlist_instances = 7039
async_flop_share = 0.6034
avgSynthCellArea_um2 = 8.377
topCellsByArea = fa_1, ha_1, inv_1
common_cells = inv_1, fa_1, nand2_1
yosysUniqueCellTypes = 80
ys_seq_share = 0.07000
top_area_cell = fa_1
netlist.area_leader.share = 0.3833
ys_cells = 7039
synth-edff-count = 0
syn_area_um2 = 58970
most_common_cell = inv_1
yosysWarnings = 2
ff_type = dfrtp_1
ys.flops = 179
yosys_area_um2 = 58970

[global_route]
grt_max_degree = 67
grtUsageMet2 = 0.5133
grtUsageTotal = 0.3587
grt_pass1_wl_um = 361200
grt.met1_usage = 0.4903
grtUsageMet3 = 0.1569
grt_overflow = 0
grt_pass1_vias = 51711
antenna_found_initial = 15
top_usage_layer = met2

[placed_design]
dpl.hpwl_um = 200500
io_buffers = 290
place_congestion = 1.118

[min_path]
hold_class = flip-flop to flip-flop

[setup_path]
path_class = primary input to flip-flop
cp_slowest_cell = a211oi_1
end_kind = flip-flop
max_stage_delay_ps = 800
critPathLaunchType = primary input
critical_path.most_common_cell = fa_1
critPathArrivalTime_ps = 13410
critical_path.max_fanout = 25
cp_data_required_time_ps = 18210

[run]
maxCapViolCount = 0
openroad.warnings = 59

[final_layout]
drive_above_1_share = 0.05046
area_delta_synth_final_pct = 9.168
num-fill-cells = 14261

[status]
outcome = completed
## layer usage
layer	vias to the layer above	wire, µm
li1	22209	-
met1	25621	98930
met2	2598	107100
met3	476	30830
met4	12	13400
met5	-	77
## layout by cell type, fill, tap and decap left out, types with 71 or more instances in the layout
cell and instances:
inv_1 1230, fa_1 1129, nand2_1 1001, nor2_1 403, ha_1 377, and2_1 355
a21oi_1 303, clkdlybuf4s50_1 236, o21ai_0 221, xnor2_1 189, buf_4 180, mux2i_1 155
dfrtp_1 105, xor2_1 91, nor3_1 71
## path summary, 6_finish.rpt
kind / slack, ps / endpoint / start / depth (start not counted)
max in group asynchronous: 13370 / ex_alu_res_r[5] / reset_i / 3
min in group asynchronous: 3390 / branch_taken_w / reset_i / 2
max reg2reg: 12950 / divider_from_alu.div_rem_r[4] / divider_from_alu.div_quot_r[31] / 15
max: 4800 / ex_alu_res_r[19] / id_ra_value_r[27] / 29
min: 490 / divider_from_alu.div_count_r[4] / divider_from_alu.div_count_r[4] / 2
min reg2reg: 490 / divider_from_alu.div_count_r[4] / divider_from_alu.div_count_r[4] / 2
## sequential cells by signal (all words and copies together), names as in the netlist
signal / cells
epoch: 1
ex_rd_index_r: 5
divider_from_alu.div_count_r: 5
ex_mem_rd_r: 1
ex_alu_res_r: 32
divider_from_alu.div_busy_r: 1
ex_mem_data_r: 32
ex_mem_size_r: 2
divider_from_alu.div_rem_r: 32
branch_taken_w: 1
ex_mem_signed_r: 1
divider_from_alu.div_quot_r: 32
ex_mem_wr_r: 1
jump_addr_w: 32
divider_from_alu.div_ready_r: 1
## metrics by stage
step / worst slack (ps) / utilization / area [µm²] / cells
2_1_floorplan: 6054 / - / 58970 / 7039
3_3_place_gp: 4157 / 0.4369 / 63750 / 8979
3_5_place_dp: 4300 / 0.4369 / 63760 / 8980
4_1_cts: 4868 / 0.4411 / 64370 / 9012
5_1_grt: 4496 / 0.4412 / 64370 / 9013
6_report: 4797 / 0.4412 / 64380 / 9015
## critical path, delay by kind of cell
kind | cells | cell delay (ps)
AOI/OAI and AO/OA | 5 | 2630
xor gates and xnor gates | 1 | 230
adders and majority gates | 9 | 4190
buffers and inverters | 10 | 1820
and+or+nand+nor | 4 | 890
## layout make-up
class,count,area [µm²],area share
diodes,3,7.507,0.0001166
clock buffers,19,454.2,0.007055
clock inverters,13,157.7,0.002449
inverters,1239,4656,0.07232
multi-input cells,5174,48580,0.7547
flip-flops and latches,179,4129,0.06414
well taps,1917,2399,0.03726
repair buffers,471,3989,0.06196
## cells by family (layout without fill, tap and decap cells)
kind of cell	count (synthesis)	count (layout)	share of synthesized area
xor+xnor	282	282	0.04188
mux	209	209	0.03872
compound gates	1062	1062	0.1157
fa+ha+maj	1506	1506	0.4633
other cells	0	3	0
simple gates	2115	2115	0.1631
flops	179	179	0.07000
buf+inv	1686	1742	0.1074
