--- flow/design.v ---
`timescale 1ns / 1ps
`timescale 1ns / 1ps
module register_file (
	input 			clk_i,
	input 			reset_i,
	input  [4:0]	addr_1,
	input  [4:0]	addr_2,
	input [31:0]	data_in,
	input  [4:0]	data_write_address,
	input 			write_enable_w,
	output [31:0]	out_1,
	output [31:0]	out_2
);
reg [31:0]	reg_file [31:0];
assign out_1 = reg_file[addr_1];
assign out_2 = reg_file[addr_2];
wire 	  we = (data_write_address == 0) ? 1'b0 : write_enable_w; 
integer i;
always @(posedge clk_i) begin
	if(reset_i) begin
		for (i=0; i<32; i=i+1) begin
			reg_file[i] <= 32'b0;
		end
	end
	else begin
		if(we) begin
			reg_file[data_write_address] <= data_in;
		end
	end
end
endmodule 
--- flow/run.sh ---
#!/bin/bash
# OpenROAD 26Q1-2900-gdf79404cd8, Yosys 0.63+post, stock flow scripts
make -C /OpenROAD-flow-scripts/flow DESIGN_CONFIG=/design/flow/config.mk WORK_HOME=/design/flow/orfs finish
--- flow/config.mk ---
export PLATFORM = sky130hd
export DESIGN_NAME = register_file
export DESIGN_NICKNAME = register_file
export VERILOG_FILES = /design/flow/design.v
export SDC_FILE = /design/flow/constraint.sdc
export NUM_CORES = 4
export LEC_CHECK = 1
export CORE_UTILIZATION = 40
--- flow/constraint.sdc ---
current_design register_file

set clk_period 15.8
set clk_io_pct 0.2

create_clock -name clk0 -period $clk_period [get_ports {clk_i}]

set non_clock_inputs [all_inputs -no_clocks]
set_input_delay [expr $clk_period * $clk_io_pct] -clock clk0 $non_clock_inputs
set_output_delay [expr $clk_period * $clk_io_pct] -clock clk0 [all_outputs]
==> CHANGELOG.md <==
### Metrics

* MaxCap Viol Count at 0
* Final min period at 10.63 ns
* Die ar. at 141,300 µm²
* HP Class: in -> reg
* Final-layout fill cell count at 12,195
* Row cnt at 136
* Fmax at 0.09409 GHz
* Largest net degree at the start of global routing at 90
* Yosys cell types at 29
* Synthesized area at 55,900 µm²
* Hold Vio Cnt, Final at 0
* Period utilisation layout at 67.27%
* Cts hold-fix bufs at 0
* # DRC at 0
* Yosys-reported design area after synthesis at 55,900 µm²
* Height of the die at 375.8 µm
* Inserted Clock Buffers at 113
* Log Warnings at 27
* Detailed-route wire length at 198,200 µm
* First-pass GRT wire length at 278,700 µm
* Cell taking the most area after synthesis: edfxtp_1
* Post-Route Utilization at 45.01%
* GPL Wtd Cong at 0.9091
* RSZ-0062 raised after global routing: false
* WP data required at 12.64 ns
* Top reg by flops: reg_file
* Worst relative slew slack at 31.32%
* Net Sw Power at 0.001665 W
* Max reg flops at 1,024
* Synth Seq Share at 55.01%
* # Post-CTS Setup Buffers at 0
* Congestion Overflow GR at 0
* YS warnings at 1
* Area Growth Syn to Fin at 11.10%
* Status: finished clean
* Synth top area share at 55.01%
* Share of cells above drive strength 1 at 7.921%
* Syn Area/Cell at 12.14 µm²
* Iter 0 DRT Violations at 2,628
* CTS tree: yes
* Drt pass-1 iters at 6
* Logic area at 23,310 µm²
* Post-CTS sizing at 0
* Startpoint Class: input pin
* CP max FO at 43
* Vias in the first global route at 38,858
* Slew Viols, Final at 0
* Io pins at 114
* Sequential share of power at 49.5%
* Deepest clock path buffer count at 3
* Vias at 38,218
* Vias per cell at 5.862
* Clock network power share at 38.3%
* Final ANT Viol Nets at 0
* Initial antenna violation count at 16
* I/O Buffers at 113
* H-tree depth at 3
* Clk sinks at 1,024
* Worst slew pin tran at 1.027 ns
* Area contributors post-synth: edfxtp_1 55%, mux2i_1 18%, and2_1 11%, a22oi_1 2.6%, a22o_1 2.0%
* DPL Wire Length at 108,900 µm
* Data arrival time of the worst path at 7.47 ns
* Pre-Place Util at 40.51%
* Hold slack final at 2.932 ns
* PwrDens at 104.4 nW/µm²
* Switch share at 25.67%
* Clock-pin transition on the worst setup and hold timing paths at 0.06 ns
* Biggest regs: reg_file x1024
* Count of library flops with an enable pin at 1,024
* Static Leak at 23.91 nW
* Setup CP Type: in -> out
* GRT Total Usage at 29.93%
* Int Power at 0.004821 W
* Sum Neg Setup Slack at 0 ns
* Root Buffer: clkbuf_16
* Logic pwr share at 12.2%
* Commonest flop: edfxtp_1
* FF+latch count, synth at 1,024
* Post-Synthesis Cells at 4,605
* Design Power at 0.006486 W
* Routed WL per cell at 30.40 µm
* Critical Path Sink Type: output port
* Final setup fails at 0
* VDD IR max at 0.08600 mV
* Die X at 375.8 µm
* Register Area at 30,750 µm²
* Ys cells at 4,605
* Asr flop ratio synth at 0%
* Core Region at 138,000 µm²
-- layout make-up --
class                   instances  area share, %
clock buffers                 154          4.835
multi-input cells            3166          37.53
well taps                    1863          3.753
flip-flops and latches       1024          49.51
repair buffers                257          3.715
clock inverters                45         0.6124
diodes                         11        0.04432
-- synth_stat cells (all sizes together) (64+ instances only) --
cell    count
edfxtp   1024
mux2i    1024
and2      994
clkbuf    230
buf       216
nand2     196
nand3     194
a21oi     192
a22oi     192
a22o      128
a31oi      64
nor3       64
-- metrics by stage --
step | instances | worst slack, ns | instance area (µm²)
CTS | 6509 | 5.352 | 62080
detailed placement | 6310 | 5.371 | 58700
finish | 6520 | 5.171 | 62110
floorplan | 4636 | 8.363 | 56020
global route | 6514 | 5.060 | 62090
global placement | 6310 | 5.382 | 58700
-- path summary, 6_finish.rpt --
kind	end	startpoint	slack, ns	depth (start not counted)
max	out_1[11]	addr_1[2]	5.17	9
min	reg_file[0][10]$_SDFFCE_PN0P_	reset_i	2.93	1
-- cells by family (layout without fill, tap and decap cells) --
family / after synthesis / in the layout / share of synthesized area, %
muxes: 1024 / 1024 / 18.34
AOI/OAI and AO/OA: 576 / 576 / 7.019
other: 1 / 43 / 0.006708
buffers and inverters: 446 / 456 / 3.888
DFF: 1024 / 1024 / 55.01
and+or+nand+nor: 1534 / 1534 / 15.75
-- layer usage --
metal	up-vias	track usage, %	routed length, µm
met4	30	11.59	9385
met2	2440	39.69	81900
met5	-	3.362	667
met1	18475	38.07	72010
li1	16764	-	-
met3	509	21.69	34240
-- power by group through the flow --
stage / Clock (W) / Combinational [W] / Sequential, W
6_report: 0.00248 / 0.000794 / 0.00321
5_1_grt: 0.00261 / 0.000838 / 0.00323
4_1_cts: 0.00251 / 0.000782 / 0.00321
-- critical path, stage by stage --
cell and delay, ns:
clkdlybuf4s50_1 0.65, nor2b_4 0.66, buf_4 0.70, buf_4 0.67, a22o_1 0.23, nor3_1 0.05
a31oi_1 0.53, nand3_1 0.24, clkdlybuf4s50_1 0.47
-- layout by cell type (no fill, tap or decap), types with 15 or more instances in the layout --
cell type        instances
clkdlybuf4s50_1        110
clkbuf_1                40
nor2_4                  33
conb_1                  32
buf_4                  138
nor3_1                  64
a22oi_1                192
clkbuf_16              114
and2_1                 992
a22o_1                 128
nand3_1                193
a21oi_1                192
or2_2                   33
edfxtp_1              1024
clkinv_1                20
mux2i_1               1024
nand2_1                194
a31oi_1                 64
clkinv_2                15
Power and IR drop assume default switching activity.
